### design/flow/config.mk
export PLATFORM = sky130hd
export DESIGN_NAME = gainHw
export DESIGN_NICKNAME = gainHw
export VERILOG_FILES = /design/flow/design.v
export SDC_FILE = /design/flow/constraint.sdc
export NUM_CORES = 4
export LEC_CHECK = 1
export CORE_UTILIZATION = 40
### design/flow/constraint.sdc
current_design gainHw

set clk_period 8.6
set clk_io_pct 0.2

create_clock -name clk0 -period $clk_period [get_ports {csi_clk}]

set non_clock_inputs [all_inputs -no_clocks]
set_input_delay [expr $clk_period * $clk_io_pct] -clock clk0 $non_clock_inputs
set_output_delay [expr $clk_period * $clk_io_pct] -clock clk0 [all_outputs]
### design/flow/design.v
module gain  
  #( parameter int A_WDT    = 16,
                   COEF_WDT = 16 )   
   ( input  logic                          clk,
     input  logic                          reset,  
     input  logic                          avsWr,
     input  logic               [ 31 : 0 ] avsWrData,
     output logic               [ 31 : 0 ] avsRdData,
     input  logic                          st,     
     input  logic signed [ A_WDT - 1 : 0 ] a,     
     output logic                          rdy,
     output logic signed [ A_WDT - 1 : 0 ] y );   
   logic                    [ 1 : 0 ] rdyReg;
   logic signed      [ COEF_WDT : 0 ] coefCnv;  
   localparam MULT_WDT = A_WDT + COEF_WDT + 1;
   logic signed  [ MULT_WDT - 1 : 0 ] mult;     
   initial begin
      if ( ( COEF_WDT > 32 ) || ( COEF_WDT % 2 ) != 0 ) begin  
         $error( "Not correct parameter, COEF_WDT" );
         $stop;
      end
   end
   logic [ COEF_WDT - 1 : 0 ] coef;  
   gainAvs
     #( .COEF_WDT ( COEF_WDT ) )
   gainAvsInst
      ( .clk       ( clk       ),
        .reset     ( reset     ),
        .avsWr     ( avsWr     ),
        .avsWrData ( avsWrData ),
        .avsRdData ( avsRdData ),    
        .coef      ( coef      ) );
   gainMult
     #( .A_WDT    ( A_WDT    ),
        .COEF_WDT ( COEF_WDT ) )
   gainMultInst
      ( .clk   ( clk   ),
        .reset ( reset ),
        .st    ( st    ),
        .a     ( a     ),
        .coef  ( coef  ),      
        .rdy   ( rdy   ),
        .y     ( y     ) );
endmodule
module gainAvs   
  #( parameter int COEF_WDT = 16 )   
   ( input  logic                      clk,
     input  logic                      reset,     
     input  logic                      avsWr,
     input  logic           [ 31 : 0 ] avsWrData,
     output logic           [ 31 : 0 ] avsRdData,
     output logic [ COEF_WDT - 1 : 0 ] coef );    
   always_ff @( posedge clk, posedge reset )
   if ( reset ) begin
      avsRdData <= '0;
      coef      <= ( COEF_WDT )'( 2 ** ( COEF_WDT / 2 ) );  
   end else begin
      if ( avsWr ) begin
         if ( COEF_WDT == 32 ) begin
            coef <= avsWrData;
         end else begin  
            if ( |avsWrData[ 31 : COEF_WDT ] )  
               coef <= '1;
            else
               coef <= avsWrData[ COEF_WDT - 1 : 0 ];
         end
      end
      avsRdData <= { { 32 - COEF_WDT { 1'b0 } }, coef };
   end
endmodule
module gainHw  
  #( parameter int A_WDT    = 16,    
                   COEF_WDT = 16 )   
   ( input  logic                          csi_clk,
     input  logic                          rsi_reset,     
     input  logic                          avs_write,
     input  logic               [ 31 : 0 ] avs_writedata,
     output logic               [ 31 : 0 ] avs_readdata,
     input  logic                          asi_valid,     
     input  logic signed [ A_WDT - 1 : 0 ] asi_data,     
     output logic                          aso_valid,
     output logic signed [ A_WDT - 1 : 0 ] aso_data );   
   gain
     #( .A_WDT    ( A_WDT    ),
        .COEF_WDT ( COEF_WDT ) )
   gainInst
      ( .clk       ( csi_clk       ),
        .reset     ( rsi_reset     ),
        .avsWr     ( avs_write     ),
        .avsWrData ( avs_writedata ),
        .avsRdData ( avs_readdata  ),
        .st        ( asi_valid     ),
        .a         ( asi_data      ),
        .rdy       ( aso_valid     ),
        .y         ( aso_data      ) );
endmodule
module gainMult  
  #( parameter int A_WDT    = 16,
                   COEF_WDT = 16 )   
   ( input  logic                          clk,
     input  logic                          reset,  
     input  logic                          st,     
     input  logic signed [ A_WDT - 1 : 0 ] a,      
     input  logic     [ COEF_WDT - 1 : 0 ] coef,   
     output logic                          rdy,   
     output logic signed [ A_WDT - 1 : 0 ] y );    
   logic                    [ 1 : 0 ] rdyReg;
   logic signed      [ COEF_WDT : 0 ] coefCnv;  
   localparam MULT_WDT = A_WDT + COEF_WDT + 1;
   logic signed  [ MULT_WDT - 1 : 0 ] mult;     
   always @( posedge clk, posedge reset )
   if ( reset ) begin
      y      <= '0;
      rdyReg <= '0;
      mult   <= '0;
   end else begin
      rdyReg <= { rdyReg[ 0 ], st };
      mult <= a * coefCnv;
      if ( ~mult[ MULT_WDT - 1 ] & |mult[ MULT_WDT - 2 : MULT_WDT - COEF_WDT / 2 - 2 ] )       
         y <= { 1'b0, { A_WDT - 1 { 1'b1 } } };     
      else if ( mult[ MULT_WDT - 1 ] & ~&mult[ MULT_WDT - 2 : MULT_WDT - COEF_WDT / 2 - 2 ] )  
         y <= { 1'b1, { A_WDT - 1 { 1'b0 } } };     
      else
         y <= { mult[ MULT_WDT - 1 ], mult[ MULT_WDT - 3 - COEF_WDT / 2 : COEF_WDT / 2 ] };
   end   
   assign coefCnv = { 1'b0, coef };  
   assign rdy = rdyReg[ 1 ];
endmodule
### design/flow/run.sh
#!/bin/bash
# OpenROAD 26Q1-2900-gdf79404cd8, Yosys 0.63+post, stock flow scripts
make -C /OpenROAD-flow-scripts/flow DESIGN_CONFIG=/design/flow/config.mk WORK_HOME=/design/flow/orfs finish
==> impl_metrics.toml <==
# synthesis and place-and-route metrics
[die]
die-height_um = 166
core_area_sq_um = 26300
core_util_floorplan_pct = 41.1
die_area_sq_um = 27700
dieWidth_um = 166
pin_count = 101
rows = 59

[final_timing]
skew_ns = 0.00449
fmax_ghz = 0.129
timing.final.hold_violations = 0
slew-limit-headroom_pct = 39.9
fin_setup_tns_ns = 0
rsz0062_at_grt = "false"
period_used_pct = 90.2
slew_viol_final = 0
setup_viol = 0
max_slew.worst_pin.slew_ns = 0.901
fin_crit_ns = 7.76

[clocking]
cts_max_path_buffers = 2
clockRootBuffer = "clkbuf_16"
path_clk_slew_ns = 0.05
cts_setup_buffers = 0
cts_tree = "built"
ctsHoldBuffers = 0
numCtsBuffers = 9
cts_max_level = 3
cts_num_sinks = 75
cts_resized = 0
clock_latency_ns = 0.33

[setup_path]
crit_path_frequent_cell = "fa_1"
critPathCaptureType = "flop"
startpoint_type = "input pin"
rrSetupSlack_ns = 2.29
critPathTopFamily = "adder cells"
crit_buf_inv = 4
crit_required_ns = 8.85
cpPeakStageDelay_ns = 0.96
crit_type = "input pin to flop"
cpMaxStageDelayCell = "clkdlybuf4s50_1"
arrival_ns = 8.01
critPathMaxFanout = 16
path_cells = "clkdlybuf4s50_1 > nand2_1 > fa_1 > fa_1 > fa_1 > inv_1 > fa_1 > fa_1 > inv_1 > fa_1 > inv_1 > ha_1 > and4_4 > and2_4 > a2111oi_4 > a211o_2 > a211oi_2 > o2111ai_2 > nand4_2 > a311oi_2 > xnor2_1"

[detailed_routing]
vias = 7316
drc = 0
dr.pass1.iters = 28
wirelength_um = 23900
antenna_left = 0
wl_per_cell_um = 15.6
diodes = 0
viasPerCell = 4.79
drtIter0Drc = 279

[final_layout]
mi_logic_area_sq_um = 7780
fin_util_pct = 47.2
syn2layout_area_growth_pct = 14.7
num-fill-cells = 2439
drive_gt1_share_pct = 4.61
flop_area_sq_um = 1880

[yosys]
ys_seq_share_pct = 17.4
netlist_area_sq_um = 10800
async_flop_share_pct = 100
syn_area_per_cell_sq_um = 9.78
ys_area_sq_um = 10800
ys.warnings.count = 3
syn_inst = 1106
top_area_cell = "fa_1"
ys_cells = 1106
synth.area.top_cells = "fa_1 (36%), dfrtp_1 (17%), ha_1 (14%)"
ys_seq_elements = 75
flop_cell = "dfrtp_1"
netlist-cell-type-count = 46
edf_count = 0
synth_top_area_share_pct = 35.7

[grt]
antenna_found_initial = 0
grt_pass1_vias = 7554
groute.usage.overall_pct = 19.4
overflow = 0
grt_pass1_wl_um = 39700
grt_max_degree = 55

[run]
max_cap_viol_count = 0
warnings = 25

[min_path]
hold_path_class = "flop to flop"

[place]
hpwl_um = 19200
gp_congestion = 0.841
portBuffers = 84

[run_status]
outcome = "completed"
## path summary, 6_finish.rpt
path | endpoint | startpoint | cells past startpoint
setup reg to reg | gainInst.gainMultInst.mult[32]$_DFF_PP0_ | gainInst.gainAvsInst.coef[5]$_DFFE_PP0P_ | 19
hold / removal | gainInst.gainMultInst.rdyReg[1]$_DFF_PP0_ | gainInst.gainMultInst.rdyReg[0]$_DFF_PP0_ | 0
hold reg to reg | gainInst.gainMultInst.rdyReg[1]$_DFF_PP0_ | gainInst.gainMultInst.rdyReg[0]$_DFF_PP0_ | 0
max in group asynchronous | gainInst.gainMultInst.y[1]$_DFF_PP0_ | rsi_reset | 3
min in group asynchronous | gainInst.gainAvsInst.avsRdData[14]$_DFF_PP0_ | rsi_reset | 2
setup / recovery | gainInst.gainMultInst.mult[32]$_DFF_PP0_ | asi_data[3] | 21
## metrics by stage
stage | setup WS [ns] | hold WS (ns) | instance area (sq um) | std cells
final | 0.841 | 0.351 | 12400 | 1528
after global routing | 0.493 | 0.360 | 12400 | 1528
after CTS | 0.830 | 0.350 | 12400 | 1528
after detailed placement | 0.488 | 0.337 | 12100 | 1512
after global placement | 0.513 | 0.334 | 12100 | 1512
after floorplan | 1.42 | 0.331 | 10900 | 1121
## flip-flops by register name (all words and copies together), names as in the netlist
name and cells:
gainInst.gainMultInst.mult 25, gainInst.gainAvsInst.avsRdData 16, gainInst.gainAvsInst.coef 16, gainInst.gainMultInst.y 16, gainInst.gainMultInst.rdyReg 2
## final cells by class
| type | count | share of cell area (%) |
|---|---|---|
| clock inverters | 5 | 0.807 |
| clock buffers | 11 | 1.96 |
| inverters | 256 | 7.75 |
| well taps | 335 | 3.38 |
| multi-input cells | 737 | 62.7 |
| repair buffers | 109 | 8.29 |
| flip-flops and latches | 75 | 15.1 |
## cells in the final DEF, fill, tap and decap left out, drive strengths merged, types with 5 or more instances in the layout
| cell | instances |
|---|---|
| clkbuf | 11 |
| and2 | 119 |
| clkdlybuf4s50 | 84 |
| xor2 | 6 |
| nor2 | 23 |
| a21oi | 13 |
| fa | 193 |
| dfrtp | 74 |
| nand2 | 131 |
| nor4 | 6 |
| xnor2 | 17 |
| nor3 | 6 |
| o22a | 16 |
| nand4 | 6 |
| buf | 25 |
| conb | 16 |
| o21ai | 5 |
| inv | 255 |
| a21o | 7 |
| nand2b | 10 |
| ha | 119 |
| o21a | 20 |
## synth_stat cells (2+ instances only)
| master | count |
|---|---|
| o21a_1 | 19 |
| fa_1 | 193 |
| nand3_1 | 4 |
| o22a_1 | 16 |
| a21oi_1 | 13 |
| nand2_1 | 131 |
| o21ai_0 | 2 |
| xnor2_1 | 17 |
| inv_1 | 255 |
| nor3_1 | 6 |
| xor2_1 | 6 |
| dfrtp_1 | 74 |
| nand4_1 | 5 |
| o21ai_1 | 2 |
| nand2b_1 | 10 |
| ha_1 | 119 |
| nor4_1 | 6 |
| a211o_1 | 2 |
| clkbuf_1 | 37 |
| nor2_1 | 22 |
| and2_1 | 118 |
| a31oi_1 | 4 |
| a21o_1 | 7 |
| buf_4 | 16 |
## worst reg2reg max path: cells and delay by family, from the launching register on
| kind | cells | cell delay [ns] |
|---|---|---|
| fa+ha+maj | 7 | 3.14 |
| compound gates | 5 | 1.13 |
| flops | 1 | 0.93 |
| simple gates | 4 | 0.77 |
| xor+xnor | 1 | 0.14 |
| buf+inv | 2 | 0.13 |
## cell families after synthesis
| logic type | share of synthesized area, % |
|---|---|
| buffers and inverters | 11.3 |
| flip-flops | 17.4 |
| adder cells (fa/ha/maj) | 49.5 |
| AND-OR/OR-AND | 5.53 |
| other | 0.0347 |
| XOR/XNOR | 1.86 |
| AND/OR/NAND/NOR | 14.4 |
## metal layers
metal / global-route usage (%) / vias to the layer above / part of all wire, %
li1: - / 3441 / -
met1: 27.7 / 3742 / 42
met2: 33.2 / 118 / 53
met3: 3.85 / 15 / 4.3
met4: 1.57 / 0 / 0.76
met5: 0 / - / 0
